--- /design/flow/config.mk ---
export PLATFORM = sky130hd
export DESIGN_NAME = DEXT
export DESIGN_NICKNAME = DEXT
export VERILOG_FILES = /design/flow/design.v
export SDC_FILE = /design/flow/constraint.sdc
export NUM_CORES = 4
export LEC_CHECK = 1
export CORE_AREA = 10 10 76 76
export DIE_AREA = 0 0 86 86
--- /design/flow/constraint.sdc ---
current_design DEXT

set clk_period 8.6
set clk_io_pct 0.2

create_clock -name clk0 -period $clk_period

set non_clock_inputs [all_inputs -no_clocks]
set_input_delay [expr $clk_period * $clk_io_pct] -clock clk0 $non_clock_inputs
set_output_delay [expr $clk_period * $clk_io_pct] -clock clk0 [all_outputs]
--- /design/flow/design.v ---
`timescale 1ns / 1ps
`timescale 1ns / 1ps
module DEXT(
	input [31:0] instr,
	input [1:0] offset,
	input [31:0] DMD,
	output reg [31:0] newDMD
    );
	always@(*)begin:DEXT_CL
		if((instr[31:26]===6'h23))newDMD=DMD;
		else if((instr[31:26]===6'h21))begin
			if(offset[1])newDMD={{16{DMD[31]}},DMD[31:16]};
			else newDMD={{16{DMD[15]}},DMD[15:0]};
		end
		else if((instr[31:26]===6'h25))begin
			if(offset[1])newDMD={16'b0,DMD[31:16]};
			else newDMD={16'b0,DMD[15:0]};
		end
		else if((instr[31:26]===6'h20))begin
			case(offset)
				2'b00:newDMD={{24{DMD[7]}},DMD[7:0]};
				2'b01:newDMD={{24{DMD[15]}},DMD[15:8]};
				2'b10:newDMD={{24{DMD[23]}},DMD[23:16]};
				2'b11:newDMD={{24{DMD[31]}},DMD[31:24]};
				default:newDMD=32'b0;
			endcase
		end
		else if((instr[31:26]===6'h24))begin
			case(offset)
				2'b00:newDMD={24'b0,DMD[7:0]};
				2'b01:newDMD={24'b0,DMD[15:8]};
				2'b10:newDMD={24'b0,DMD[23:16]};
				2'b11:newDMD={24'b0,DMD[31:24]};
				default:newDMD=32'b0;
			endcase
		end
		else newDMD=32'b0;
	end
endmodule
--- /design/flow/run.sh ---
#!/bin/bash
# OpenROAD 26Q1-2900-gdf79404cd8, Yosys 0.63+post, stock flow scripts
make -C /OpenROAD-flow-scripts/flow DESIGN_CONFIG=/design/flow/config.mk WORK_HOME=/design/flow/orfs finish
==> results.ini <==
[run_status]
status=finished, final reports clean

[final_layout]
lay_top_count=clkdlybuf4s50_1
flops=0
nClkBuffers=0
logic_area_um2=678
drive_gt1_share_pct=6.32
layout_top_cells=clkdlybuf4s50_1, nor2_1, o22a_1
fillers=452
final_util_pct=36.6
flop_area_um2=0
area_growth_pct=96.4

[worst_setup_path]
crit_path_frequent_cell=clkdlybuf4s50_1
cp-start-kind=input pin
cp_cell_sequence=clkdlybuf4s50_1 -> buf_4 -> mux4_2 -> nor4b_4 -> nor3_4 -> nor2_1 -> clkdlybuf4s50_1
cp_top_family=buffers and inverters
cpMaxStageDelayCell=mux4_2
crit_type=in2out
critPathRequiredTime_ps=6880
endpoint_kind=output port
crit_buf_inv=3
crit_fanout=26
cpPeakStageDelay_ps=560
crit_arrival_ps=4310

[grt]
grt_pass1_wl_mm=6.26
track_usage_pct=10.2
grt_max_degree=27
antenna_found_initial=0
overflow=0
grt_pass1_vias=1147

[clock_network]
ctsHoldBuffers=0
cts_resized=0
postCtsSetupRepairBufs=0

[power]
pwr_density_cell_mw_per_mm2=32.5
power_leakage_uw=0.000599
ir_drop_mv=0.00914
total_power_uw=49.0

[die]
ios=98
fp.coreArea_mm2=0.00412
die_area_mm2=0.00740
rows=23
die_h_um=86
die_x_um=86
fp_util_pct=18.6

[run]
cap_violations=0
warning_count=58

[detailed_routing]
wl_mm=3.80
drc=0
diodes=0
routed_via_density=4.60
dr.pass1.iters=4
detail_route.wl_per_cell_um=16.9
postRouteAntennaNets=0
route.vias.total=1031
drtIter0Drc=105

[sta]
period_used_pct=70.1
hold_viol_final=0
setup_viol=0
hold_ws_ps=4400
drv_slew=0
rsz0062_at_grt=false
finalCriticalPeriod_ps=6030
relSlewSlack_pct=47.4
tightestPinTransition_ps=787
finalWorstSetupSlack_ps=2570
final.setup.tns_ps=0
fmax_mhz=166

[yosys]
synth_seq_share_pct=0
synth_cell_type_count=28
postSynthCellCount=110
yosysChipArea_um2=767
syn_avg_cell_area_um2=6.97
yosys_cells=110
yosys_warnings=1
syn_area_um2=767

[place]
hpwl_mm=3.11
port_buffers=72
routabilityCongestion=0.814
pre_cts_ws_ps=2540

[hold_path]
hold_path.class=in2out

-- tightest hold or removal path, delay by kind of cell --
family	cells	cell delay (ps)
buf+inv	3	900
compound gates	1	60
-- metal layers --
metal	global-route usage, %	vias to the layer above	share of wire, %
met2	15.8	38	45
met1	13.9	450	44
met4	0	0	0
met3	3.91	0	10
li1	-	543	-
met5	0	-	0
-- logic make-up (layout without fill, tap and decap cells) --
family	after synthesis	count (layout)	synth area share [%]
compound gates	44	44	40.3
buf+inv	18	82	11.6
mux	10	10	16.3
simple gates	38	38	31.8
-- cell type report --
| cell class | instances | area share (%) |
|---|---|---|
| inverter | 8 | 1.99 |
| multi-input combinational | 92 | 45.0 |
| tap | 50 | 4.15 |
| timing repair buffer | 74 | 48.8 |
-- power by group --
part	internal [µW]	switching, µW	total, µW	leakage (µW)
clock	0	0	0	0
sequential	0	0	0	0
combinational	30.8	18.2	49.0	0.000599
total	30.8	18.2	49.0	0.000599
-- final timing paths --
path                      start    endpoint  cells after the start
worst max-delay path  offset[1]  newDMD[21]                      7
worst min-delay path    DMD[27]  newDMD[27]                      4
-- synthesized netlist by cell type --
master	instances	area share (%)
a211oi_1	6	5.9
a21boi_0	1	0.98
a21oi_1	13	8.5
a21oi_2	1	1.1
and4bb_2	1	1.6
buf_1	1	0.49
buf_2	5	3.3
buf_6	2	2.9
clkbuf_1	2	0.98
inv_1	8	3.9
mux2i_1	8	10
mux4_2	2	5.9
nand2_1	2	0.98
nand2b_1	1	0.82
nand3b_1	1	0.98
nor2_1	19	9.3
nor2b_1	1	0.82
nor3_1	6	3.9
nor3_4	1	2.1
nor3b_2	1	1.6
nor4_1	1	0.82
nor4b_4	2	6.2
o21a_1	5	4.9
o21ai_0	2	1.3
o22a_1	14	16
o22ai_1	2	1.6
or2_1	1	0.82
or4b_4	1	1.8
-- per-stage QoR --
| stage | instances | area (µm²) |
|---|---|---|
| floorplan | 110 | 767 |
| global placement | 224 | 1510 |
| detailed placement | 224 | 1510 |
| CTS | 224 | 1510 |
| global route | 224 | 1510 |
| finish | 224 | 1510 |
No activity file was given, so power comes from the tool's default toggle rates.
