## flow/config.mk

```make
export PLATFORM = sky130hd
export DESIGN_NAME = DigitalTubeDriver
export DESIGN_NICKNAME = DigitalTubeDriver
export VERILOG_FILES = /design/flow/design.v
export SDC_FILE = /design/flow/constraint.sdc
export NUM_CORES = 4
export LEC_CHECK = 1
export CORE_UTILIZATION = 30
```

## flow/run.sh

```bash
#!/bin/bash
# OpenROAD 26Q1-2900-gdf79404cd8, Yosys 0.63+post, stock flow scripts
make -C /OpenROAD-flow-scripts/flow DESIGN_CONFIG=/design/flow/config.mk WORK_HOME=/design/flow/orfs finish
```

## flow/constraint.sdc

```tcl
current_design DigitalTubeDriver

set clk_period 10.0
set clk_io_pct 0.2

create_clock -name clk0 -period $clk_period [get_ports {clk}]

set non_clock_inputs [all_inputs -no_clocks]
set_input_delay [expr $clk_period * $clk_io_pct] -clock clk0 $non_clock_inputs
set_output_delay [expr $clk_period * $clk_io_pct] -clock clk0 [all_outputs]
```

## flow/design.v

```verilog
`timescale 1ns / 1ps
module DT_Decoder(
    input [3:0] data,
    output [7:0] DT_port
    );
	wire is0,is1,is2,is3,is4,is5,is6,is7,is8,is9,isA,isB,isC,isD,isE,isF;
	assign is0=(data==4'h0)?1'b1:1'b0;
	assign is1=(data==4'h1)?1'b1:1'b0;
	assign is2=(data==4'h2)?1'b1:1'b0;
	assign is3=(data==4'h3)?1'b1:1'b0;
	assign is4=(data==4'h4)?1'b1:1'b0;
	assign is5=(data==4'h5)?1'b1:1'b0;
	assign is6=(data==4'h6)?1'b1:1'b0;
	assign is7=(data==4'h7)?1'b1:1'b0;
	assign is8=(data==4'h8)?1'b1:1'b0;
	assign is9=(data==4'h9)?1'b1:1'b0;
	assign isA=(data==4'ha)?1'b1:1'b0;
	assign isB=(data==4'hb)?1'b1:1'b0;
	assign isC=(data==4'hc)?1'b1:1'b0;
	assign isD=(data==4'hd)?1'b1:1'b0;
	assign isE=(data==4'he)?1'b1:1'b0;
	assign isF=(data==4'hf)?1'b1:1'b0;
	assign DT_port[0]=~(is2|is3|is4|is5|is6|is8|is9|isA|isB|isD|isE|isF);
	assign DT_port[1]=~(is0|is4|is5|is6|is8|is9|isA|isB|isC|isE|isF);
	assign DT_port[2]=~(is0|is2|is6|is8|isA|isB|isC|isD|isE|isF);
	assign DT_port[3]=~(is0|is2|is3|is5|is6|is8|is9|isB|isC|isD|isE);
	assign DT_port[4]=~(is0|is1|is3|is4|is5|is6|is7|is8|is9|isA|isB|isD);
	assign DT_port[5]=~(is0|is1|is2|is3|is4|is7|is8|is9|isA|isD);
	assign DT_port[6]=~(is0|is2|is3|is5|is6|is7|is8|is9|isA|isC|isE|isF);
	assign DT_port[7]=~(1'b0);
endmodule
`timescale 1ns / 1ps
module DigitalTubeDriver( 
	input clk,
	input reset,
	input DT_En,
	input [31:0] DT_Addr,
	input [31:0] DT_Data,
	output [31:0] DT_Out,
	output [7:0] digital_tube2,
	output digital_tube_sel2,
	output [7:0] digital_tube1,
	output [3:0] digital_tube_sel1,
	output [7:0] digital_tube0,
	output [3:0] digital_tube_sel0
    );
	reg [31:0] number,sign,counter;
	reg [1:0] status;
	wire [3:0] pos1,pos0;
	wire [31:0] trueAddr;
	assign trueAddr={DT_Addr[31:2],2'b0};
	assign DT_Out=(trueAddr==32'h7f38)?number:{24'b0,sign[7:0]};
	always@(posedge clk)begin
		if(reset)begin
			number<=32'b0;
			sign<=32'b0;
		end
		else begin
			if(DT_En)begin
				if(trueAddr==32'h7f38)number<=DT_Data;
				else if(trueAddr==32'h7f3c)sign[7:0]<=DT_Data[7:0];
			end
		end
		case(status)
				2'b00:begin
						if(counter>0)counter<=counter-1;
						else begin
							counter<=32'h1000;
							status<=2'b01;
						end
					  end
				2'b01:begin
						if(counter>0)counter<=counter-1;
						else begin
							counter<=32'h1000;
							status<=2'b10;
						end
					  end
				2'b10:begin
						if(counter>0)counter<=counter-1;
						else begin
							counter<=32'h1000;
							status<=2'b11;
						end
					  end
				2'b11:begin
						if(counter>0)counter<=counter-1;
						else begin
							counter<=32'h1000;
							status<=2'b00;
						end
					  end
				default:status<=2'b00;
		endcase
	end
	assign digital_tube_sel2=1'b1;
	assign pos1=(status==2'b00)?number[19:16]:
				(status==2'b01)?number[23:20]:
				(status==2'b10)?number[27:24]:
				number[31:28];
	assign pos0=(status==2'b00)?number[3:0]:
				(status==2'b01)?number[7:4]:
				(status==2'b10)?number[11:8]:
				number[15:12];
	assign digital_tube_sel1[0]=(status==2'b00)?1'b1:1'b0;
	assign digital_tube_sel1[1]=(status==2'b01)?1'b1:1'b0;
	assign digital_tube_sel1[2]=(status==2'b10)?1'b1:1'b0;
	assign digital_tube_sel1[3]=(status==2'b11)?1'b1:1'b0;
	assign digital_tube_sel0[0]=(status==2'b00)?1'b1:1'b0;
	assign digital_tube_sel0[1]=(status==2'b01)?1'b1:1'b0;
	assign digital_tube_sel0[2]=(status==2'b10)?1'b1:1'b0;
	assign digital_tube_sel0[3]=(status==2'b11)?1'b1:1'b0;
	DT_Decoder decoder2(
		.data(sign[3:0]),
		.DT_port(digital_tube2)
	);
	DT_Decoder decoder1(
		.data(pos1),
		.DT_port(digital_tube1)
	);
	DT_Decoder decoder0(
		.data(pos0),
		.DT_port(digital_tube0)
	);
endmodule
```

==> flow_summary.yaml <==
# synthesis and place-and-route metrics
status:
  status: "complete, no violations"
global_routing:
  grt_pass1_vias: 3507
  grt_pass1_wl_mm: 17.7
  overflow: 0
  grtUsageTotal_pct: 15.8
  grt_max_degree: 41
  antenna_found_initial: 0
yosys:
  syn_avg_cell_area_um2: 8.04
  yosysCellCount: 517
  ys_types: 61
  synth_flops: 76
  syn_inst: 517
  async_flop_share_pct: 0
  ys_area_mm2: 0.00416
  ys_seq_share_pct: 37.6
  ys_warn_count: 1
  syn-cell-area_mm2: 0.00416
  ff_type: "dfxtp_1"
  edf_count: 4
cts:
  ctsHoldBuffers: 0
  cts_tree: "yes"
  clk_pin_slew_ns: 0.05
  cts.sinks: 76
  cts_made_buffers: 9
  ctsResizeCount: 0
  ctsRootBufferMaster: "clkbuf_16"
  cts.path.max_buffers: 2
  ctsHtreeMaxLevel: 3
  postCtsSetupBuffers: 0
  worstSkewPairLatency_ns: 0.33
placed_design:
  hpwl_mm: 8.35
  dp_cells: 789
  pre_cts_slack_ns: 3.63
  port_buffers: 125
  gp_congestion: 0.865
detailed_routing:
  ant_nets: 0
  wl_per_cell_um: 14.1
  drc: 0
  num_vias: 3892
  insertedDiodeCount: 0
  dr.first_iter.drc_count: 184
  wl_mm: 11.4
  first_pass_iters: 4
  vias_per_cell: 4.83
timing:
  max_freq_ghz: 0.158
  slew_violations: 0
  min_period_ns: 6.34
  slew-limit-headroom_pct: 47.1
  fin_crit_sh_pct: 63.4
  rsz0062_at_grt: "no"
  finalSetupViolCount: 0
  tightestPinTransition_ns: 0.794
  hold_viol: 0
  fin_tns_setup_ns: 0
  skew_ns: 0.00623
  hold_ws_ns: 0.458
  setup_ws_ns: 3.66
run:
  tool_warnings: 27
  cap_violations: 0
cells_and_area:
  fin_util_pct: 43.2
  final_cells: 805
  lay_top_cells: "clkdlybuf4s50_1 (125), nand2_1 (83), dfxtp_1 (72)"
  syn2layout_area_growth_pct: 39.3
  lay_top_count: "clkdlybuf4s50_1"
  final.fill_count: 1291
  layout-drive-gt1-share_pct: 7.95
floorplan:
  core-area_mm2: 0.0134
  die_y_um: 120
  chipWidth_um: 120
  core.rowCount: 42
  fp_util_pct: 31.0
  die_area_mm2: 0.0143
  io_pins: 132
critical_path:
  start_kind: "primary input"
  critPathKind: "primary input to output port"
  r2r_setup_slack_ns: 7.36
  worstPathMaxFanout: 29
  crit_arrival_ns: 4.34
  cp.required_ns: 8.00
  end_kind: "output port"
min_path:
  hp-class: "flop to flop"
pwr:
  p_per_area_mw_per_mm2: 109
  cellLeakagePower_uw: 0.00206
  vdd_drop_max_uv: 74.6
## final cells by class
type / count / area (µm²) / area share [%]
clock buffer: 9 / 225 / 3.89
clock inverter: 7 / 52.6 / 0.907
inverter: 10 / 37.5 / 0.648
multi-input combinational: 393 / 2380 / 41.0
sequential: 76 / 1560 / 27.0
tap: 176 / 220 / 3.80
timing repair buffer: 134 / 1320 / 22.8
## per-layer routing
layer  wire length (µm)  global-route usage [%]  share of wire (%)
met4                 49                    1.02               0.43
met5                  0                       0                  0
met1               5170                    22.5                 46
met2               5260                    26.1                 46
met3                878                    3.30                7.7
## state kept, by name, summed over array words and instances, names as in the netlist, named ones only
| signal | cells |
|---|---|
| sign | 8 |
| number | 32 |
| counter | 32 |
## through the flow
stage	power (µW)	instance area (µm²)
after floorplan	316	4170
after global placement	343	5510
after detailed placement	343	5510
after CTS	641	5790
after global routing	658	5790
final	633	5790
## Yosys cell counts, drive strengths merged (6+ instances only)
| master | number | area share, % |
|---|---|---|
| xnor2 | 15 | 3.2 |
| mux2 | 13 | 3.8 |
| a221o | 6 | 1.4 |
| clkbuf | 25 | 2.3 |
| buf | 16 | 2.7 |
| and2 | 24 | 3.6 |
| o21ai | 20 | 2.4 |
| nor2 | 58 | 5.2 |
| a21oi | 42 | 5.1 |
| mux2i | 17 | 4.1 |
| nor4 | 13 | 2.1 |
| or4 | 6 | 1.3 |
| dfxtp | 72 | 35 |
| nand3 | 6 | 0.72 |
| nor3b | 7 | 1.3 |
| inv | 10 | 0.90 |
| or3 | 6 | 1.1 |
| nand2 | 83 | 7.5 |
| nor3 | 13 | 2.1 |
## kinds of logic after synthesis
kind of cell / count (synthesis) / share of synthesized area, %
AND/OR/NAND/NOR: 241 / 29.4
AND-OR/OR-AND: 97 / 14.7
flip-flops: 76 / 37.6
buffers and inverters: 51 / 5.90
multiplexers: 30 / 7.88
XOR/XNOR: 19 / 4.00
adder cells (fa/ha/maj): 2 / 0.542
other: 1 / 0.0902
## power by group
group / switching, µW / internal, µW / leakage [µW] / total (µW)
Combinational: 8.51 / 22.9 / 0.00130 / 31.4
Sequential: 0.000000111 / 305 / 0.000626 / 305
Clock: 128 / 169 / 0.000131 / 297
Total: 136 / 497 / 0.00206 / 633
## worst paths after layout
path | start | endpoint | depth (start not counted)
worst max-delay path | DT_Addr[26] | DT_Out[4] | 7
worst min-delay path | number[13] | number[13] | 2
worst max register to register | counter[0] | flop | 7
worst min register to register | number[13] | number[13] | 2
## critical path: stages
cell,delay [ns]
clkdlybuf4s50_1,0.40
nor4_1,0.37
nand4_1,0.24
nor3_2,0.19
buf_4,0.33
mux2_2,0.40
clkdlybuf4s50_1,0.40
Power is estimated from default activity; no workload was simulated.
