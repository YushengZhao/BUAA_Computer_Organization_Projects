File: flow/config.mk
export PLATFORM = sky130hd
export DESIGN_NAME = TC
export DESIGN_NICKNAME = TC
export VERILOG_FILES = /design/flow/design.v
export SDC_FILE = /design/flow/constraint.sdc
export NUM_CORES = 4
export LEC_CHECK = 1
export CORE_UTILIZATION = 40
File: flow/constraint.sdc
current_design TC

set clk_period 5.9
set clk_io_pct 0.2

create_clock -name clk0 -period $clk_period [get_ports {clk}]

set non_clock_inputs [all_inputs -no_clocks]
set_input_delay [expr $clk_period * $clk_io_pct] -clock clk0 $non_clock_inputs
set_output_delay [expr $clk_period * $clk_io_pct] -clock clk0 [all_outputs]
File: flow/design.v
`timescale 1ns / 1ps
module TC(
    input clk,
    input reset,
    input [31:2] Addr,
    input WE,
    input [31:0] Din,
    output [31:0] Dout,
    output IRQ
    );
	reg [1:0] state;
	reg [31:0] mem [2:0];
	reg _IRQ;
	assign IRQ = mem[0][3] & _IRQ; 
	assign Dout = mem[Addr[3:2]];
	wire [31:0] load = Addr[3:2] == 0 ? {28'h0, Din[3:0]} : Din; 
	integer i;
	always @(posedge clk) begin
		if(reset) begin
			state <= 0; 
			for(i = 0; i < 3; i = i+1) mem[i] <= 0;
			_IRQ <= 0;
		end
		else if(WE) begin
			mem[Addr[3:2]] <= load;
		end
		else begin
			case(state)
				2'b00 : if(mem[0][0]) begin
					state <= 2'b01;
					_IRQ <= 1'b0;
				end
				2'b01 : begin
					mem[2] <= mem[1];
					state <= 2'b10;
				end
				2'b10  : 
					if(mem[0][0]) begin
						if(mem[2] > 1) mem[2] <= mem[2]-1;
						else begin
							mem[2] <= 0;
							state <= 2'b11;
							_IRQ <= 1'b1;
						end
					end
					else state <= 2'b00;
				default : begin
					if(mem[0][2:1] == 2'b00) mem[0][0] <= 1'b0;
					else _IRQ <= 1'b0;
					state <= 2'b00;
				end
			endcase
		end
	end
endmodule
File: flow/run.sh
#!/bin/bash
# OpenROAD 26Q1-2900-gdf79404cd8, Yosys 0.63+post, stock flow scripts
make -C /OpenROAD-flow-scripts/flow DESIGN_CONFIG=/design/flow/config.mk WORK_HOME=/design/flow/orfs finish
==> impl_metrics.yaml <==
# generated from flow reports
status:
  status: "completed"
synthesis:
  syn-cell-area_sq_mm: 0.00680
  postSynthCellCount: 552
  synth_seq_share: 0.580
  postSynth.topFlopCell: "sky130_fd_sc_hd__edfxtp_1"
  synth-area-yosys_sq_mm: 0.00680
  total_cells_reported_by_yosys_after_synthesis: 552
  syn-mean-instance-area_sq_um: 12.3
  yosys.cell_types.count: 54
  synth.ff_latch_count: 133
  edf_count: 128
  yosys_warnings: 1
  proportion_of_register_bits_with_asynchronous_set_or_reset_after_synthesis: 0
critical_path:
  worstSetupStartpointType: "input pin"
  crit_buf_inv: 3
  r2r-end: "mem[3][25]"
  critical_path.cell_chain: "buf_2 -> buf_4 -> mux4_2 -> clkdlybuf4s50_1"
  critical_path_depth: 4
  critical_path.reg2reg.startpoint: "mem[2][16]"
  worstPathRequired_ns: 4.72
  arrival_ns: 3.17
  timing.critical_path.max_delay_family: "buffers and inverters"
  worst_setup_path_end_kind: "output pin"
  cpPeakStageDelay_ns: 0.62
  timing.critical_path.to: "Dout[22]"
  slowest_stage: "sky130_fd_sc_hd__mux4_2"
  timing_worst_setup_path_type: "input pin to output pin"
  worst_path_maximum_fanout: 24
  setup.worst_path.start: "Addr[2]"
  worstRegToRegCells: 6
  setup.reg_to_reg.worst_slack_ns: 3.06
job:
  openroad.warnings: 54
  drv.max_cap_violation_count: 0
sta:
  report.final.setup_viol: 0
  finalMaxSlewViolations: 0
  hold_viol: 0
  clock-skew-final_ns: 0.00794
  setup_total_negative_slack_ns: 0
  worst_slew_margin_rel: 0.407
  timing_worst_slew_pin_value_ns: 0.889
  finalCritPeriodShare: 0.738
  period_minus_slack_ns: 4.35
  max_freq_ghz: 0.230
  rsz0062_at_grt: "no"
place:
  detailed_place_hpwl_um: 11300
  numPortBuffers: 69
  placed_cells_incl_taps: 850
  routability_congestion_estimate_from_global_placement: 0.841
clocking:
  cts_max_path_buffers: 2
  worst_setup_hold_path_clk_slew_ns: 0.06
  cts_tree: "yes"
  cts_made_buffers: 17
  cts.root.buffer_cell: "sky130_fd_sc_hd__clkbuf_16"
  number_of_resized_instances_in_the_post_cts_repair_step: 0
  cts.hold.buffers_added: 0
  cts_post_setup_buffers_inserted: 0
  cts.sinks: 133
  insertion_delay_ns: 0.42
  clock_tree.htree_level_count: 4
floorplanning:
  placeableCoreArea_sq_mm: 0.0166
  dieWidth_um: 132
  chip_area_sq_mm: 0.0175
  boundaryPins: 98
  initial_utilization: 0.410
  fp.dieH_um: 132
  placement_rows: 47
routing:
  num_vias: 4932
  wirelength_um: 18200
  drtAntennaViolNets: 0
  drt_pass1_iterations: 5
  total_inserted_antenna_cells: 0
  viasPerCell: 5.59
  route.detailed.wl_per_inst_um: 20.7
  detail_route.drc_violations: 0
  first_iter_violations: 261
power:
  p_leak_nw: 3.16
  ir_worst_vdd_v: 0.000277
  powerDensity_mw_per_mm2: 302
global_route:
  grt_first_pass_wirelength_um: 29200
  total_global_routing_overflow: 0
  grt_use_total: 0.238
  antenna_found_initial: 0
  grt_max_degree: 34
  first_global_vias: 5245
cells_and_area:
  area_growth_from_synthesis_to_layout_pct: 26.1
  register_cell_area_after_layout_sq_mm: 0.00394
  logic_area_sq_mm: 0.00281
  final_cells: 882
  mostFrequentLayoutCell: "sky130_fd_sc_hd__edfxtp_1"
  final.fill_count: 1410
  final_layout_size_suffix_gt1_frac: 0.157
  final_cell_mix: "128 x sky130_fd_sc_hd__edfxtp_1, 81 x sky130_fd_sc_hd__nor2_1, 67 x sky130_fd_sc_hd__clkdlybuf4s50_1, 43 x sky130_fd_sc_hd__nand2_1, 32 x sky130_fd_sc_hd__mux4_2"
worst_hold_path:
  holdCritPathClass: "flop to flop"
[report_power, final]
part	total, mW	internal, mW	switching (mW)	leakage, nW
Sequential	1.13	1.10	0.0314	1.31
Combinational	0.264	0.137	0.127	1.53
Clock	1.19	0.803	0.392	0.319
Total	2.58	2.03	0.550	3.16
[final cells by class]
cell class / count / share of cell area
Clock buffer: 19 / 0.0517
Clock inverter: 13 / 0.0269
Inverter: 8 / 0.00350
Multi-Input combinational cell: 401 / 0.328
Sequential cell: 133 / 0.460
Tap cell: 220 / 0.0321
Timing Repair Buffer: 88 / 0.0975
[worst reg2reg max path: stages (launching register included)]
cell and delay [ns]:
sky130_fd_sc_hd__edfxtp_1 0.47, sky130_fd_sc_hd__or4_1 0.74, sky130_fd_sc_hd__nor2_2 0.28, sky130_fd_sc_hd__a31oi_4 0.27, sky130_fd_sc_hd__buf_4 0.31, sky130_fd_sc_hd__a221oi_1 0.40, sky130_fd_sc_hd__nor2_1 0.10
[cell usage after synthesis (all sizes together), types with 2 or more instances]
cell type | n | area, sq um
a21oi | 20 | 100
o211ai | 3 | 22.5
edfxtp | 128 | 3840
and2 | 14 | 87.6
inv | 8 | 30.0
clkbuf | 31 | 116
xor2 | 19 | 166
buf | 6 | 31.3
a32o | 2 | 20.0
xnor2 | 8 | 70.1
nor2 | 82 | 310
nand2b | 3 | 18.8
ha | 2 | 25.0
and4 | 2 | 17.5
nand3 | 30 | 150
nor4 | 18 | 153
or4 | 6 | 45.0
o31ai | 2 | 15.0
nor3 | 24 | 120
nand4 | 4 | 25.0
o21ai | 6 | 30.0
mux4 | 32 | 721
nand2 | 43 | 161
dfxtp | 5 | 100
or3 | 6 | 37.5
a31oi | 4 | 40.0
or2 | 6 | 37.5
and3 | 12 | 75.1
a221oi | 9 | 78.8
[cells by family (layout without fill, tap and decap cells)]
kind of cell               count (synthesis)  after routing  synth area share
and+or+nand+nor                          253            253             0.187
xor gates and xnor gates                  27             27            0.0348
DFF                                      133            133             0.580
muxes                                     33             33             0.108
AOI/OAI and AO/OA                         58             58            0.0602
buffers and inverters                     45            128            0.0261
adders and majority gates                  2              2           0.00368
other                                      1             28          0.000552
[registers in the layout, indices dropped and copies added (netlist names)]
register / flops
state: 4
mem: 128
_IRQ: 1
[worst min path at each step]
stage                 startpoint  endpoint  slack [ns]  cells past startpoint
after CTS               state[3]  state[3]        0.45                      2
after global routing    state[3]  state[3]        0.48                      2
final                   state[3]  state[3]        0.45                      2
[routing by layer]
layer / vias up / wire length, um / global-route usage
met5: - / 0 / 0
met4: 0 / 261 / 0.0313
met3: 16 / 2000 / 0.113
met2: 272 / 8570 / 0.359
met1: 2363 / 7420 / 0.348
li1: 2281 / - / -
[through the flow]
step	hold slack, ns	setup slack, ns	total power [mW]	util	instance area [sq um]
2_1_floorplan	0.423	1.09	1.28	-	6900
3_3_place_gp	0.438	1.51	1.41	0.476	7900
3_5_place_dp	0.447	1.51	1.41	0.476	7900
4_1_cts	0.455	1.49	2.60	0.517	8570
5_1_grt	0.476	1.38	2.67	0.517	8570
6_report	0.450	1.55	2.58	0.517	8570
No activity file was given, so power comes from the tool's default toggle rates.
